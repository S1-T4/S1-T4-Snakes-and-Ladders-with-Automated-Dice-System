## /design/flow/config.mk

```make
export PLATFORM = sky130hd
export DESIGN_NAME = snakes_and_ladders_game
export DESIGN_NICKNAME = snakes_and_ladders_game
export VERILOG_FILES = /design/flow/design.v
export SDC_FILE = /design/flow/constraint.sdc
export NUM_CORES = 4
export LEC_CHECK = 1
export CORE_UTILIZATION = 30
```

## /design/flow/constraint.sdc

```tcl
current_design snakes_and_ladders_game

set clk_period 5.4
set clk_io_pct 0.2

create_clock -name clk0 -period $clk_period [get_ports {clk}]

set non_clock_inputs [all_inputs -no_clocks]
set_input_delay [expr $clk_period * $clk_io_pct] -clock clk0 $non_clock_inputs
set_output_delay [expr $clk_period * $clk_io_pct] -clock clk0 [all_outputs]
```

## /design/flow/design.v

```verilog
module dice (
    input clk,                 
    input reset,               
    input roll,                
    output reg [2:0] dice_value  
);
    always @(posedge clk or posedge reset) begin
        if (reset) begin
            dice_value <= 3'b001;   
        end else if (roll) begin
            dice_value <= ($random % 6) + 1;   
        end
    end
endmodule
module player_position_tracker (
    input clk,                  
    input reset,                
    input [6:0] current_position,  
    input [2:0] dice_value,     
    output reg [6:0] new_position    
);
    wire [6:0] incremented_position;  
    assign incremented_position = current_position + {4'b0000, dice_value};  
    always @(posedge clk or posedge reset) begin
        if (reset) begin
            new_position <= 7'd0;   
        end else begin
            new_position <= (incremented_position <= 7'd100) ? incremented_position : current_position;
        end
    end
endmodule
module snakes_and_ladders (
    input [6:0] position,         
    output reg [6:0] updated_position  
);
    always @(*) begin
        case (position)
            7'd17: updated_position = 7'd7;   
            7'd87: updated_position = 7'd36;  
            7'd62: updated_position = 7'd19;  
            7'd9:  updated_position = 7'd31;  
            7'd28:  updated_position = 7'd84;   
            7'd63: updated_position = 7'd81;  
            default: updated_position = position;  
        endcase
    end
endmodule
module win_condition (
    input [6:0] position,    
    output win               
);
    assign win = (position == 7'd100);
endmodule
module snakes_and_ladders_game (
    input clk,                  
    input reset,                
    input roll,                 
    input player_switch,        
    output reg [6:0] position1,     
    output reg [6:0] position2,     
    output win1,                
    output win2                 
);
    wire [2:0] dice_value;            
    wire [6:0] new_position1;         
    wire [6:0] new_position2;         
    wire [6:0] updated_position1;     
    wire [6:0] updated_position2;     
    wire win_flag1;                   
    wire win_flag2;                   
    dice d1 (
        .clk(clk),
        .reset(reset),
        .roll(roll),
        .dice_value(dice_value)
    );
    player_position_tracker ppt1 (
        .clk(clk),
        .reset(reset),
        .current_position(position1),
        .dice_value(dice_value),
        .new_position(new_position1)
    );
    player_position_tracker ppt2 (
        .clk(clk),
        .reset(reset),
        .current_position(position2),
        .dice_value(dice_value),
        .new_position(new_position2)
    );
    snakes_and_ladders sl1 (
        .position(new_position1),
        .updated_position(updated_position1)
    );
    snakes_and_ladders sl2 (
        .position(new_position2),
        .updated_position(updated_position2)
    );
    win_condition wc1 (
        .position(updated_position1),
        .win(win_flag1)
    );
    win_condition wc2 (
        .position(updated_position2),
        .win(win_flag2)
    );
    always @(posedge clk or posedge reset) begin
        if (reset) begin
            position1 <= 7'd0;   
            position2 <= 7'd0;   
        end else begin
            if (player_switch) begin
                position1 <= updated_position1;  
            end else begin
                position2 <= updated_position2;  
            end
        end
    end
    assign win1 = win_flag1;
    assign win2 = win_flag2;
endmodule
```

## /design/flow/run.sh

```bash
#!/bin/bash
# OpenROAD 26Q1-2900-gdf79404cd8, Yosys 0.63+post, stock flow scripts
make -C /OpenROAD-flow-scripts/flow DESIGN_CONFIG=/design/flow/config.mk WORK_HOME=/design/flow/orfs finish
```

==> datasheet_impl.txt <==
Implementation parameters

Parameter                              Value

Die
  Number of I/O pins .................. 20
  Die span in y .................. 81.2 um
  Core Area .................. 5990 um2
  Init Core Util .................. 31.4%
  DIE AREA .................. 6600 um2
  Row cnt .................. 28
  Horizontal extent of the die .................. 81.2 um

Setup path
  Launching instance or port of the critical path .................. ppt1.new_position[1]$_DFF_PP0_
  Data required time at the worst endpoint .................. 4.32 ns
  Cell breakdown of the critical path .................. or3_1 -> a21o_1 -> a22o_1 -> nor4b_1 -> clkdlybuf4s50_1
  Buffers plus inverters on the worst setup path .................. 1
  Endpoint of the worst register-to-register path .................. ppt1.new_position[1]$_DFF_PP0_
  Capturing instance or port of the critical path .................. win1
  Startpoint type of the worst setup path .................. register
  Depth of the worst register-to-register path .................. 5
  Top cell family by delay on the critical path .................. simple AND/OR/NAND/NOR gates
  Crit path arrival time .................. 2.46 ns
  Delay of the slowest critical-path stage .................. 0.52 ns
  Depth of the critical timing path with buffers and inverters included .................. 5
  Slowest CP cell .................. sky130_fd_sc_hd__clkdlybuf4s50_1
  Type of destination of the critical path .................. output port
  Setup slack of the most critical reg-to-reg path .................. 3.38 ns
  Classification of the worst setup path .................. reg -> out
  Maximum net fanout on the critical path .................. 12
  Reg-to-Reg Start .................. position1[4]$_DFFE_PP0P_

Clock network
  H-Tree Level Count .................. 1
  Clock-pin slew on the worst setup and hold paths .................. 0.09 ns
  Count of instances resized after the clock tree is built .................. 0
  Number of hold buffers added after CTS .................. 0
  Cell chosen for the clock root .................. sky130_fd_sc_hd__clkbuf_8
  Sinks on the clock net .................. 28
  Clock latency (worst-skew pair) ..... 0.27 ns
  CTS buffer count .................. 3
  Buffers from clock root to sink, at most .................. 2
  Postcts setup bufs .................. 0
  TritonCTS clock tree .................. yes

Min path
  Tightest Hold Check Type .................. reg -> reg
  Source of the worst hold timing path .................. position2[6]$_DFFE_PP0N_

Routing
  Count of unresolved DRC violations after routing .................. 0
  Antenna Cells .................. 0
  Iteration-0 DRC count of the detailed router .................. 115
  Number of routed nets with antenna violations .................. 0
  Routed via count .................. 1,644
  Average detailed-routed wire length per instance .................. 13.1 um
  Vias per inst .................. 5.32
  Final wirelength .................. 4.04 mm
  Pre-antenna DRT Iters .................. 4

Logic synthesis
  Largest non-sequential cell family by area .................. simple AND/OR/NAND/NOR gates
  Distinct lib cells used .................. 54
  Post-synth EDFFs .................. 0
  Compound-gate portion of the synthesized area .................. 21.7%
  Share of flip-flops with an asynchronous set or reset .................. 100%
  XORs/XNORs by Area .................. 4.65%
  Top-area cell type share of the netlist area .................. 37.2%
  Number of synthesized register bits .................. 28
  Adder share .................. 2.66%
  Yosys cell count .................. 224
  Chip area estimate from yosys synthesis .................. 1880 um2
  Avg Cell Area, Syn .................. 8.41 um2
  Synthesized cell area .................. 1880 um2
  Cell count after synthesis .................. 224
  MUX share of area .................. 2.99%
  Dominant flop cell .................. sky130_fd_sc_hd__dfrtp_1
  Synth Area in Simple Gates .................. 26.2%
  Fraction of the yosys area taken by sequential cells .................. 37.2%
  Warning count from the yosys run .................. 6
  Area contributors post-synth .................. sky130_fd_sc_hd__dfrtp_1 37%, sky130_fd_sc_hd__a21oi_1 4.3%, sky130_fd_sc_hd__nand2_1 4.0%
  Cell type with the largest total area after synthesis .................. sky130_fd_sc_hd__dfrtp_1

Global routing
  Overall fraction of global-route tracks in use .................. 13.3%
  Vias in the first global route .................. 1,421
  Largest net degree at the start of global routing .................. 29
  Global route overflow .................. 0
  Antenna violations before repair .................. 0
  Wire length of the first global-routing pass .................. 6.80 mm

Placed design
  Global placer's final weighted congestion .................. 0.899
  HPWL Detailed .................. 2.94 mm
  Port Buffers .................. 18
  Worst slack after detailed placement .................. 2.18 ns

Flow run
  Max-capacitance violation count .................. 0
  Tool warning count .................. 28

STA
  Worst path setup slack after routing .................. 1.86 ns
  Final total negative setup slack .................. 0 ns
  Transition time of the tightest slew-check pin .................. 0.482 ns
  Normalized max-slew margin .................. 67.6%
  Total setup violations reported at the end of the flow .................. 0
  Unrepaired setup endpoints after global routing .................. no
  Number of failing hold endpoints at the final stage .................. 0
  Final setup skew .................. 0.00591 ns
  Crit share post-route .................. 65.6%
  Max Slew Vio Count .................. 0
  Fmax .................. 282 MHz
  Minimum period implied by the final worst setup slack .................. 3.54 ns

Final layout
  Synth-to-layout area growth .................. 16.1%
  Filler cells .................. 595
  Share of post-route cells with drive strength above 1 .................. 6.41%

Run status
  Result of the run .................. finished, final reports clean

Pwr
  Maximum vdd ir drop .................. 0.175 mV
  Leakage Power .................. 0.864 nW
  Ratio of total power to cell area .................. 569 nW/um2
## metrics by stage
stage / util [%] / std cells / hold WS, ns / area [um2] / power [mW]
floorplan: - / 224 / 0.501 / 1880 / 0.883
global placement: 35.3 / 305 / 0.591 / 2110 / 1.08
detailed placement: 35.3 / 305 / 0.577 / 2110 / 1.08
CTS: 36.5 / 309 / 0.591 / 2190 / 1.25
global route: 36.5 / 309 / 0.617 / 2190 / 1.36
finish: 36.5 / 309 / 0.592 / 2190 / 1.24
## area by class of cell
type / count / area [um2] / area share, %
sequential: 28 / 701 / 32.1
inverter: 8 / 30.0 / 1.37
multi-input combinational: 174 / 1090 / 50.1
clock buffer: 3 / 41.3 / 1.89
tap: 75 / 93.8 / 4.29
clock inverter: 1 / 30.0 / 1.37
timing repair buffer: 20 / 195 / 8.93
## flip-flops by register name (all words and copies together), names as in the netlist
signal and count:
position1 7, position2 7, ppt1.new_position 7, ppt2.new_position 7
## synthesized netlist by cell type, drive strengths merged (2+ instances only)
cell     number
nand2b        4
buf           4
or3           6
clkbuf       10
o31a          2
a21oi        17
dfrtp        28
nor2b         3
a31oi         7
mux2          5
nand4         3
a211oi        3
o211ai        2
nor3          6
o21ai        20
xnor2         6
a221oi        2
ha            4
inv           8
nor2         15
nand3        14
a2bb2oi       2
and3          3
a21boi        2
or2           2
nand4b        3
xor2          4
nand2        20
## cell usage in the layout, fill, tap and decap left out, drive strengths merged, types with 4 or more instances in the layout
master          n
nand2          20
clkdlybuf4s50  18
ha              4
nor3            6
o21ai          20
xnor2           6
dfrtp          28
nand2b          4
nor2           15
a21oi          17
inv             8
a31oi           7
or3             6
xor2            4
nand3          14
mux2            5
## worst min path at each step
stage	endpoint	slack, ns	cells past startpoint
6_report	ppt2.new_position[4]$_DFF_PP0_	0.59	1
5_1_grt	ppt2.new_position[4]$_DFF_PP0_	0.62	1
4_1_cts	ppt2.new_position[4]$_DFF_PP0_	0.59	1
## kinds of logic after synthesis
group | count (synthesis)
AOI/OAI and AO/OA | 65
xor gates and xnor gates | 10
adders and majority gates | 4
buffers and inverters | 22
DFF | 28
muxes | 5
and+or+nand+nor | 90
## power breakdown
part,total (mW),switching (mW),internal (mW)
registers,0.515,0.207,0.308
clock network,0.161,0.0620,0.0992
logic,0.567,0.252,0.315
total,1.24,0.521,0.721
## per-layer routing
layer / share of wire (%) / wire [um] / GRT usage [%]
met5: 0 / 0 / 0
met1: 52 / 2120 / 22.0
met2: 42 / 1710 / 19.6
met4: 0.79 / 32 / 1.43
met3: 4.4 / 176 / 1.37
Power figures rest on the tool's default switching activity, not on a simulated workload.
